===== flow/run.sh =====
#!/bin/bash
# OpenROAD 26Q1-2900-gdf79404cd8, Yosys 0.63+post, stock flow scripts
make -C /OpenROAD-flow-scripts/flow DESIGN_CONFIG=/design/flow/config.mk WORK_HOME=/design/flow/orfs finish

===== flow/config.mk =====
export PLATFORM = sky130hd
export DESIGN_NAME = shifter
export DESIGN_NICKNAME = shifter
export VERILOG_FILES = /design/flow/design.v
export SDC_FILE = /design/flow/constraint.sdc
export NUM_CORES = 4
export LEC_CHECK = 1
export CORE_UTILIZATION = 40

===== flow/constraint.sdc =====
current_design shifter

set clk_period 2.2
set clk_io_pct 0.2

create_clock -name clk0 -period $clk_period

set non_clock_inputs [all_inputs -no_clocks]
set_input_delay [expr $clk_period * $clk_io_pct] -clock clk0 $non_clock_inputs
set_output_delay [expr $clk_period * $clk_io_pct] -clock clk0 [all_outputs]

===== flow/design.v =====
`timescale 1ns/1ns
module mux2to1( input dataA, input dataB, input sel, output dataOut );
wire selb ;
wire output1 ;
wire output2 ;
wire out ;
and (output1, dataA, ~sel);
and (output2, dataB, sel);
or (out, output1, output2);
assign dataOut = out ;
endmodule
`timescale 1ns/1ns
module shifter ( input[31:0]datain, input[31:0] shiftnum, output[31:0] dataout ) ;
wire[4:0] shift_num ;
wire[31:0] temp1 ;
wire[31:0] temp2 ;
wire[31:0] temp3 ;
wire[31:0] temp4 ;
assign shift_num = shiftnum[4:0] ;
mux2to1 a0 (datain[0], 1'b0, shift_num[0], temp1[0]); 
mux2to1 a1 (datain[1], datain[0], shift_num[0], temp1[1]); 
mux2to1 a2 (datain[2], datain[1], shift_num[0], temp1[2]); 
mux2to1 a3 (datain[3], datain[2], shift_num[0], temp1[3]); 
mux2to1 a4 (datain[4], datain[3], shift_num[0], temp1[4]); 
mux2to1 a5 (datain[5], datain[4], shift_num[0], temp1[5]); 
mux2to1 a6 (datain[6], datain[5], shift_num[0], temp1[6]); 
mux2to1 a7 (datain[7], datain[6], shift_num[0], temp1[7]); 
mux2to1 a8 (datain[8], datain[7], shift_num[0], temp1[8]);
mux2to1 a9 (datain[9], datain[8], shift_num[0], temp1[9]);
mux2to1 a10 (datain[10], datain[9], shift_num[0], temp1[10]);
mux2to1 a11 (datain[11], datain[10], shift_num[0], temp1[11]);
mux2to1 a12 (datain[12], datain[11], shift_num[0], temp1[12]);
mux2to1 a13 (datain[13], datain[12], shift_num[0], temp1[13]);
mux2to1 a14 (datain[14], datain[13], shift_num[0], temp1[14]);
mux2to1 a15 (datain[15], datain[14], shift_num[0], temp1[15]);
mux2to1 a16 (datain[16], datain[15], shift_num[0], temp1[16]);
mux2to1 a17 (datain[17], datain[16], shift_num[0], temp1[17]);
mux2to1 a18 (datain[18], datain[17], shift_num[0], temp1[18]);
mux2to1 a19 (datain[19], datain[18], shift_num[0], temp1[19]);
mux2to1 a20 (datain[20], datain[19], shift_num[0], temp1[20]);
mux2to1 a21 (datain[21], datain[20], shift_num[0], temp1[21]);
mux2to1 a22 (datain[22], datain[21], shift_num[0], temp1[22]);
mux2to1 a23 (datain[23], datain[22], shift_num[0], temp1[23]);
mux2to1 a24 (datain[24], datain[23], shift_num[0], temp1[24]);
mux2to1 a25 (datain[25], datain[24], shift_num[0], temp1[25]);
mux2to1 a26 (datain[26], datain[25], shift_num[0], temp1[26]);
mux2to1 a27 (datain[27], datain[26], shift_num[0], temp1[27]);
mux2to1 a28 (datain[28], datain[27], shift_num[0], temp1[28]);
mux2to1 a29 (datain[29], datain[28], shift_num[0], temp1[29]);
mux2to1 a30 (datain[30], datain[29], shift_num[0], temp1[30]);
mux2to1 a31 (datain[31], datain[30], shift_num[0], temp1[31]);
mux2to1 b0 (temp1[0], 1'b0, shift_num[1], temp2[0]); 
mux2to1 b1 (temp1[1], 1'b0, shift_num[1], temp2[1]); 
mux2to1 b2 (temp1[2], temp1[0], shift_num[1], temp2[2]); 
mux2to1 b3 (temp1[3], temp1[1], shift_num[1], temp2[3]); 
mux2to1 b4 (temp1[4], temp1[2], shift_num[1], temp2[4]); 
mux2to1 b5 (temp1[5], temp1[3], shift_num[1], temp2[5]); 
mux2to1 b6 (temp1[6], temp1[4], shift_num[1], temp2[6]); 
mux2to1 b7 (temp1[7], temp1[5], shift_num[1], temp2[7]);
mux2to1 b8 (temp1[8], temp1[6], shift_num[1], temp2[8]);
mux2to1 b9 (temp1[9], temp1[7], shift_num[1], temp2[9]);
mux2to1 b10 (temp1[10], temp1[8], shift_num[1], temp2[10]);
mux2to1 b11 (temp1[11], temp1[9], shift_num[1], temp2[11]);
mux2to1 b12 (temp1[12], temp1[10], shift_num[1], temp2[12]);
mux2to1 b13 (temp1[13], temp1[11], shift_num[1], temp2[13]);
mux2to1 b14 (temp1[14], temp1[12], shift_num[1], temp2[14]);
mux2to1 b15 (temp1[15], temp1[13], shift_num[1], temp2[15]);
mux2to1 b16 (temp1[16], temp1[14], shift_num[1], temp2[16]);
mux2to1 b17 (temp1[17], temp1[15], shift_num[1], temp2[17]);
mux2to1 b18 (temp1[18], temp1[16], shift_num[1], temp2[18]);
mux2to1 b19 (temp1[19], temp1[17], shift_num[1], temp2[19]);
mux2to1 b20 (temp1[20], temp1[18], shift_num[1], temp2[20]);
mux2to1 b21 (temp1[21], temp1[19], shift_num[1], temp2[21]);
mux2to1 b22 (temp1[22], temp1[20], shift_num[1], temp2[22]);
mux2to1 b23 (temp1[23], temp1[21], shift_num[1], temp2[23]);
mux2to1 b24 (temp1[24], temp1[22], shift_num[1], temp2[24]);
mux2to1 b25 (temp1[25], temp1[23], shift_num[1], temp2[25]);
mux2to1 b26 (temp1[26], temp1[24], shift_num[1], temp2[26]);
mux2to1 b27 (temp1[27], temp1[25], shift_num[1], temp2[27]);
mux2to1 b28 (temp1[28], temp1[26], shift_num[1], temp2[28]);
mux2to1 b29 (temp1[29], temp1[27], shift_num[1], temp2[29]);
mux2to1 b30 (temp1[30], temp1[28], shift_num[1], temp2[30]);
mux2to1 b31 (temp1[31], temp1[29], shift_num[1], temp2[31]);
mux2to1 c0 ( temp2[0], 1'b0, shift_num[2], temp3[0]); 
mux2to1 c1 ( temp2[1], 1'b0, shift_num[2], temp3[1]); 
mux2to1 c2 ( temp2[2], 1'b0, shift_num[2], temp3[2]); 
mux2to1 c3 ( temp2[3], 1'b0, shift_num[2], temp3[3]); 
mux2to1 c4 (temp2[4], temp2[0], shift_num[2], temp3[4]); 
mux2to1 c5 (temp2[5], temp2[1], shift_num[2], temp3[5]); 
mux2to1 c6 (temp2[6], temp2[2], shift_num[2], temp3[6]); 
mux2to1 c7 (temp2[7], temp2[3], shift_num[2], temp3[7]);
mux2to1 c8 (temp2[8], temp2[4], shift_num[2], temp3[8]);
mux2to1 c9 (temp2[9], temp2[5], shift_num[2], temp3[9]);
mux2to1 c10 (temp2[10], temp2[6], shift_num[2], temp3[10]);
mux2to1 c11 (temp2[11], temp2[7], shift_num[2], temp3[11]);
mux2to1 c12 (temp2[12], temp2[8], shift_num[2], temp3[12]);
mux2to1 c13 (temp2[13], temp2[9], shift_num[2], temp3[13]);
mux2to1 c14 (temp2[14], temp2[10], shift_num[2], temp3[14]);
mux2to1 c15 (temp2[15], temp2[11], shift_num[2], temp3[15]);
mux2to1 c16 (temp2[16], temp2[12], shift_num[2], temp3[16]);
mux2to1 c17 (temp2[17], temp2[13], shift_num[2], temp3[17]);
mux2to1 c18 (temp2[18], temp2[14], shift_num[2], temp3[18]);
mux2to1 c19 (temp2[19], temp2[15], shift_num[2], temp3[19]);
mux2to1 c20 (temp2[20], temp2[16], shift_num[2], temp3[20]);
mux2to1 c21 (temp2[21], temp2[17], shift_num[2], temp3[21]);
mux2to1 c22 (temp2[22], temp2[18], shift_num[2], temp3[22]);
mux2to1 c23 (temp2[23], temp2[19], shift_num[2], temp3[23]);
mux2to1 c24 (temp2[24], temp2[20], shift_num[2], temp3[24]);
mux2to1 c25 (temp2[25], temp2[21], shift_num[2], temp3[25]);
mux2to1 c26 (temp2[26], temp2[22], shift_num[2], temp3[26]);
mux2to1 c27 (temp2[27], temp2[23], shift_num[2], temp3[27]);
mux2to1 c28 (temp2[28], temp2[24], shift_num[2], temp3[28]);
mux2to1 c29 (temp2[29], temp2[25], shift_num[2], temp3[29]);
mux2to1 c30 (temp2[30], temp2[26], shift_num[2], temp3[30]);
mux2to1 c31 (temp2[31], temp2[27], shift_num[2], temp3[31]);
mux2to1 d0 (temp3[0], 1'b0, shift_num[3], temp4[0]); 
mux2to1 d1 (temp3[1], 1'b0, shift_num[3], temp4[1]); 
mux2to1 d2 (temp3[2], 1'b0, shift_num[3], temp4[2]); 
mux2to1 d3 (temp3[3], 1'b0, shift_num[3], temp4[3]); 
mux2to1 d4 (temp3[4], 1'b0, shift_num[3], temp4[4]); 
mux2to1 d5 (temp3[5], 1'b0, shift_num[3], temp4[5]); 
mux2to1 d6 (temp3[6], 1'b0, shift_num[3], temp4[6]); 
mux2to1 d7 (temp3[7], 1'b0, shift_num[3], temp4[7]);
mux2to1 d8 (temp3[8], temp3[0], shift_num[3], temp4[8]);
mux2to1 d9 (temp3[9], temp3[1], shift_num[3], temp4[9]);
mux2to1 d10 (temp3[10], temp3[2], shift_num[3], temp4[10]);
mux2to1 d11 (temp3[11], temp3[3], shift_num[3], temp4[11]);
mux2to1 d12 (temp3[12], temp3[4], shift_num[3], temp4[12]);
mux2to1 d13 (temp3[13], temp3[5], shift_num[3], temp4[13]);
mux2to1 d14 (temp3[14], temp3[6], shift_num[3], temp4[14]);
mux2to1 d15 (temp3[15], temp3[7], shift_num[3], temp4[15]);
mux2to1 d16 (temp3[16], temp3[8], shift_num[3], temp4[16]);
mux2to1 d17 (temp3[17], temp3[9], shift_num[3], temp4[17]);
mux2to1 d18 (temp3[18], temp3[10], shift_num[3], temp4[18]);
mux2to1 d19 (temp3[19], temp3[11], shift_num[3], temp4[19]);
mux2to1 d20 (temp3[20], temp3[12], shift_num[3], temp4[20]);
mux2to1 d21 (temp3[21], temp3[13], shift_num[3], temp4[21]);
mux2to1 d22 (temp3[22], temp3[14], shift_num[3], temp4[22]);
mux2to1 d23 (temp3[23], temp3[15], shift_num[3], temp4[23]);
mux2to1 d24 (temp3[24], temp3[16], shift_num[3], temp4[24]);
mux2to1 d25 (temp3[25], temp3[17], shift_num[3], temp4[25]);
mux2to1 d26 (temp3[26], temp3[18], shift_num[3], temp4[26]);
mux2to1 d27 (temp3[27], temp3[19], shift_num[3], temp4[27]);
mux2to1 d28 (temp3[28], temp3[20], shift_num[3], temp4[28]);
mux2to1 d29 (temp3[29], temp3[21], shift_num[3], temp4[29]);
mux2to1 d30 (temp3[30], temp3[22], shift_num[3], temp4[30]);
mux2to1 d31 (temp3[31], temp3[23], shift_num[3], temp4[31]);
mux2to1 e0 (temp4[0], 1'b0, shift_num[4], dataout[0]); 
mux2to1 e1 (temp4[1], 1'b0, shift_num[4], dataout[1]); 
mux2to1 e2 (temp4[2], 1'b0, shift_num[4], dataout[2]); 
mux2to1 e3 (temp4[3], 1'b0, shift_num[4], dataout[3]); 
mux2to1 e4 (temp4[4], 1'b0, shift_num[4], dataout[4]); 
mux2to1 e5 (temp4[5], 1'b0, shift_num[4], dataout[5]); 
mux2to1 e6 (temp4[6], 1'b0, shift_num[4], dataout[6]); 
mux2to1 e7 (temp4[7], 1'b0, shift_num[4], dataout[7]);
mux2to1 e8 (temp4[8], 1'b0, shift_num[4], dataout[8]);
mux2to1 e9 (temp4[9], 1'b0, shift_num[4], dataout[9]);
mux2to1 e10 (temp4[10], 1'b0, shift_num[4], dataout[10]);
mux2to1 e11 (temp4[11], 1'b0, shift_num[4], dataout[11]);
mux2to1 e12 (temp4[12], 1'b0, shift_num[4], dataout[12]);
mux2to1 e13 (temp4[13], 1'b0, shift_num[4], dataout[13]);
mux2to1 e14 (temp4[14], 1'b0, shift_num[4], dataout[14]);
mux2to1 e15 (temp4[15], 1'b0, shift_num[4], dataout[15]);
mux2to1 e16 (temp4[16], temp4[0], shift_num[4], dataout[16]);
mux2to1 e17 (temp4[17], temp4[1], shift_num[4], dataout[17]);
mux2to1 e18 (temp4[18], temp4[2], shift_num[4], dataout[18]);
mux2to1 e19 (temp4[19], temp4[3], shift_num[4], dataout[19]);
mux2to1 e20 (temp4[20], temp4[4], shift_num[4], dataout[20]);
mux2to1 e21 (temp4[21], temp4[5], shift_num[4], dataout[21]);
mux2to1 e22 (temp4[22], temp4[6], shift_num[4], dataout[22]);
mux2to1 e23 (temp4[23], temp4[7], shift_num[4], dataout[23]);
mux2to1 e24 (temp4[24], temp4[8], shift_num[4], dataout[24]);
mux2to1 e25 (temp4[25], temp4[9], shift_num[4], dataout[25]);
mux2to1 e26 (temp4[26], temp4[10], shift_num[4], dataout[26]);
mux2to1 e27 (temp4[27], temp4[11], shift_num[4], dataout[27]);
mux2to1 e28 (temp4[28], temp4[12], shift_num[4], dataout[28]);
mux2to1 e29 (temp4[29], temp4[13], shift_num[4], dataout[29]);
mux2to1 e30 (temp4[30], temp4[14], shift_num[4], dataout[30]);
mux2to1 e31 (temp4[31], temp4[15], shift_num[4], dataout[31]);
endmodule

==> out/writeup.txt <==
The top cell types in the final layout, fill and taps aside, are 75 x sky130_fd_sc_hd__buf_4, 42 x sky130_fd_sc_hd__buf_6, 35 x sky130_fd_sc_hd__buf_2, 22 x sky130_fd_sc_hd__mux4_2, 19 x sky130_fd_sc_hd__mux2i_1. The tools report the hold violation total from the final report as 0. The run gives 6 for the number of iterations in the first detailed-routing pass. The run gives 314 ps for the slew at the pin closest to its max-slew limit. Routability-driven placement finished with a final weighted congestion of 0.972.

The clock buffer count in the final layout is 0, and the area growth from synthesis to layout is 80.4%. The logs give 525 µm for the total met3 wirelength after detailed routing and 235 for the yosys stat cell total. Summing every instance area after synthesis gives 0.00207 mm². The accumulated negative setup slack came out at -4090 ps. Die height: 73.9 µm.

The achievable frequency is 0.401 GHz. The arrival time of data at the worst endpoint is listed as 2050 ps. The met1 routed wirelength after detailed routing is 3.50 mm, and the chip area from the yosys synthesis statistics is 0.00207 mm². The routed length per instance is 17.8 µm.

The finished cells cover 0.00373 mm². The tools report the endpoint class of the critical path as a primary output. After detailed routing, the number of remaining DRC violations is 0.

The amount of wire on met2 after detailed routing is 3.70 mm. In this run, placement finished with an instance count of 390. The pre-placement core utilization is 42.6%. The tools report the first-iteration detailed-routing DRC count as 131.

According to the floorplan report, the die width is 73.9 µm. Setup repair after global routing could not meet its margin everywhere. The first global-routing pass estimated 12.4 mm of wire. The tools report the number of maximum-capacitance violations as 0.

In this run the tools logged warnings totalling 62. Post-synthesis cell count: 235. The run gives 0 for the residual overflow from global routing. The layout summary lists the proportion of cells stronger than drive strength 1 as 73.5%. Fill cells in the final layout number 309. The ratio of routed vias to standard cells was 5.75; the initial antenna violation count was 0. The floorplan step defined a core boundary enclosing 0.00485 mm².

The power report puts the leakage power at 1.70 nW. The final route contains 2511 vias. Post-route period utilization is reported as 113%. Dividing the synthesized area by the synthesized cell count gives 8.79 µm². The sequential-to-total area share from yosys stat is 0%, and the final setup slack of the worst path is -292 ps.

The run gives 0 as the number of hold-repair buffers added at the cts stage. The logs give 0 for the number of max-slew violations in the final report and 11 for the maximum number of pins on one net before global-route repair. In this run the remaining antenna-violating nets after routing total 0.

The most common logic cell in the final layout is sky130_fd_sc_hd__buf_4. The delay of the slowest cell on the worst path came out at 520 ps. The warning tally printed by Yosys for this design is 0.

Sequential cells placed in the final layout were counted as 0. The global router's overall resource usage came out at 30.6%. Number of top-level pins: 96.

The floorplan row count was 25; the number of standard cells in the layout, taps in and fillers out was 437. The slowest library cell on the worst path was sky130_fd_sc_hd__mux4_2. The headroom to the max-slew limit is 78.5%. STA lists the maximum fanout along the critical path as 7.

For the total power, the log shows 0.943 mW. The register area was 0 µm². The analysis reports a worst IR drop on VDD of 0.000128 V. The run finished, with violations left. The netlist uses 35 different library cells.

The placement stage leaves a total instance area of 0.00305 mm². The run gives 2473 for the number of global-route vias before repair. STA puts the critical path data required time at 1760 ps.

In this run the full chip footprint comes out at 0.00546 mm². For this run, the script counts the antenna cells in the layout as 0. Walking the worst path, the cells encountered are buf_12 -> buf_12 -> mux2_4 -> mux4_2 -> buf_6 -> buf_6 -> a2bb2oi_2 -> o21ai_1 -> buf_2.

The worst setup path is launched from an input port. Detailed placement finished with a half-perimeter wire length of 5.49 mm. The checks that failed: setup timing. The type of the tightest min-delay check is in2out. For the number of setup violations in the final report, the log shows 25.

After detailed routing, the total wire length is 7.80 mm. Type of the worst setup path: in2out. Measured on the finished design, the core utilization comes to 76.9%. In this run the tool buffered the top-level ports with 69 buffer cells. For this design the ratio of total power to cell area is 253 mW/mm². The smallest clock period supported by the final layout is computed as 2490 ps. After detailed routing, no signal wire sits above met4.
-- stage by stage --
stage,hold WS (ps),worst slack (ps)
2_1_floorplan,1150,-107
3_3_place_gp,1910,-829
3_5_place_dp,1920,-901
4_1_cts,1350,-298
5_1_grt,1390,-328
6_report,1380,-292
-- what timing repair did --
item	in CTS	in global routing
setup buffers	45	7
cloned	3	0
endpoints found under the hold margin	0	0
endpoints found under the setup margin	32	28
resized	295	33
pin swaps	48	26
-- worst max-delay path: cells and delay by family --
| kind | cells | cell delay [ps] |
|---|---|---|
| buffers and inverters | 5 | 610 |
| multiplexers | 2 | 820 |
| AND-OR/OR-AND | 2 | 170 |
-- cell type report --
class | count | area (µm²) | area share, %
Timing Repair Buffer | 189 | 1620 | 43.5
Multi-Input combinational cell | 179 | 2010 | 54.0
Inverter | 2 | 7.51 | 0.201
Tap cell | 67 | 83.8 | 2.25
-- Yosys cell counts (3+ instances only) --
master / instances / area, µm²
sky130_fd_sc_hd__buf_4: 35 / 263
sky130_fd_sc_hd__mux2i_1: 24 / 240
sky130_fd_sc_hd__mux2_2: 23 / 259
sky130_fd_sc_hd__nor2_1: 19 / 71.3
sky130_fd_sc_hd__a22oi_1: 16 / 120
sky130_fd_sc_hd__mux4_2: 15 / 338
sky130_fd_sc_hd__nand2_1: 14 / 52.6
sky130_fd_sc_hd__a211oi_1: 9 / 67.6
sky130_fd_sc_hd__clkbuf_1: 9 / 33.8
sky130_fd_sc_hd__mux4_1: 7 / 184
sky130_fd_sc_hd__nand3_1: 7 / 35.0
sky130_fd_sc_hd__o21ai_0: 6 / 30.0
sky130_fd_sc_hd__buf_2: 5 / 25.0
sky130_fd_sc_hd__o22ai_1: 5 / 31.3
sky130_fd_sc_hd__nand2b_1: 4 / 25.0
sky130_fd_sc_hd__nor2b_1: 4 / 25.0
sky130_fd_sc_hd__o211ai_1: 4 / 30.0
sky130_fd_sc_hd__and2_1: 3 / 18.8
-- logic make-up (layout without fill, tap and decap cells) --
kind of cell / after synthesis / count (layout) / share of synthesized area (%)
compound gates: 52 / 52 / 19.0
mux: 69 / 69 / 49.4
simple gates: 58 / 58 / 13.3
buf+inv: 56 / 191 / 18.4
-- power breakdown --
part	leakage (nW)	switching, mW	internal [mW]
combinational	1.70	0.384	0.559
sequential	0	0	0
clock	0	0	0
total	1.70	0.384	0.559
-- per-layer routing --
metal / GRT usage, % / vias to the layer above
met1: 46.5 / 1221
li1: - / 1163
met5: 0 / -
met4: 3.21 / 0
met3: 3.88 / 9
met2: 49.5 / 118
-- path summary, 6_finish.rpt --
path / endpoint / slack [ps] / from / depth (start not counted)
worst max-delay path: dataout[18] / -290 / shiftnum[0] / 9
worst min-delay path: dataout[15] / 1380 / shiftnum[3] / 4
Power figures rest on the tool's default switching activity, not on a simulated workload.

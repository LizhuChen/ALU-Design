### config.mk
export PLATFORM = sky130hd
export DESIGN_NAME = ALU
export DESIGN_NICKNAME = ALU
export VERILOG_FILES = /design/flow/design.v
export SDC_FILE = /design/flow/constraint.sdc
export NUM_CORES = 4
export LEC_CHECK = 1
export CORE_UTILIZATION = 50
### constraint.sdc
current_design ALU

set clk_period 15.0
set clk_io_pct 0.2

create_clock -name clk0 -period $clk_period

set non_clock_inputs [all_inputs -no_clocks]
set_input_delay [expr $clk_period * $clk_io_pct] -clock clk0 $non_clock_inputs
set_output_delay [expr $clk_period * $clk_io_pct] -clock clk0 [all_outputs]
### design.v
`timescale 1ns/1ns
module ALU( input [31:0]dataA, input [31:0]dataB, input [2:0]control, output [31:0]sum, output Cout );
wire [30:0]tempCout ;
wire Cin=1'b0;
wire Cinsel ;
wire Tless ;
wire [31:0]tempsum ;
assign Tless = 1'b0 ;
mux2to1 mux87(Cin,~Cin,control[2],Cinsel);
ALU1bit ALUbit1( .dataA(dataA[0]), .dataB(dataB[0]), .carryin(Cinsel),      .control(control[2:0]),.less(~Cout), .dataOut(tempsum[0]), .carryOut(tempCout[0]));
ALU1bit ALUbit2( .dataA(dataA[1]), .dataB(dataB[1]), .carryin(tempCout[0]), .control(control[2:0]),.less(Tless), .dataOut(tempsum[1]), .carryOut(tempCout[1]));
ALU1bit ALUbit3( .dataA(dataA[2]), .dataB(dataB[2]), .carryin(tempCout[1]), .control(control[2:0]),.less(Tless), .dataOut(tempsum[2]), .carryOut(tempCout[2]));
ALU1bit ALUbit4( .dataA(dataA[3]), .dataB(dataB[3]), .carryin(tempCout[2]), .control(control[2:0]),.less(Tless), .dataOut(tempsum[3]), .carryOut(tempCout[3]));
ALU1bit ALUbit5( .dataA(dataA[4]), .dataB(dataB[4]), .carryin(tempCout[3]), .control(control[2:0]),.less(Tless), .dataOut(tempsum[4]), .carryOut(tempCout[4]));
ALU1bit ALUbit6( .dataA(dataA[5]), .dataB(dataB[5]), .carryin(tempCout[4]), .control(control[2:0]),.less(Tless), .dataOut(tempsum[5]), .carryOut(tempCout[5]));
ALU1bit ALUbit7( .dataA(dataA[6]), .dataB(dataB[6]), .carryin(tempCout[5]), .control(control[2:0]),.less(Tless), .dataOut(tempsum[6]), .carryOut(tempCout[6]));
ALU1bit ALUbit8( .dataA(dataA[7]), .dataB(dataB[7]), .carryin(tempCout[6]), .control(control[2:0]),.less(Tless), .dataOut(tempsum[7]), .carryOut(tempCout[7]));
ALU1bit ALUbit9( .dataA(dataA[8]), .dataB(dataB[8]), .carryin(tempCout[7]), .control(control[2:0]),.less(Tless), .dataOut(tempsum[8]), .carryOut(tempCout[8]));
ALU1bit ALUbit10(.dataA(dataA[9]), .dataB(dataB[9]), .carryin(tempCout[8]), .control(control[2:0]),.less(Tless), .dataOut(tempsum[9]), .carryOut(tempCout[9]));
ALU1bit ALUbit11(.dataA(dataA[10]),.dataB(dataB[10]),.carryin(tempCout[9]), .control(control[2:0]),.less(Tless), .dataOut(tempsum[10]),.carryOut(tempCout[10]));
ALU1bit ALUbit12(.dataA(dataA[11]),.dataB(dataB[11]),.carryin(tempCout[10]),.control(control[2:0]),.less(Tless), .dataOut(tempsum[11]),.carryOut(tempCout[11]));
ALU1bit ALUbit13(.dataA(dataA[12]),.dataB(dataB[12]),.carryin(tempCout[11]),.control(control[2:0]),.less(Tless), .dataOut(tempsum[12]),.carryOut(tempCout[12]));
ALU1bit ALUbit14(.dataA(dataA[13]),.dataB(dataB[13]),.carryin(tempCout[12]),.control(control[2:0]),.less(Tless), .dataOut(tempsum[13]),.carryOut(tempCout[13]));
ALU1bit ALUbit15(.dataA(dataA[14]),.dataB(dataB[14]),.carryin(tempCout[13]),.control(control[2:0]),.less(Tless), .dataOut(tempsum[14]),.carryOut(tempCout[14]));
ALU1bit ALUbit16(.dataA(dataA[15]),.dataB(dataB[15]),.carryin(tempCout[14]),.control(control[2:0]),.less(Tless), .dataOut(tempsum[15]),.carryOut(tempCout[15]));
ALU1bit ALUbit17(.dataA(dataA[16]),.dataB(dataB[16]),.carryin(tempCout[15]),.control(control[2:0]),.less(Tless), .dataOut(tempsum[16]),.carryOut(tempCout[16]));
ALU1bit ALUbit18(.dataA(dataA[17]),.dataB(dataB[17]),.carryin(tempCout[16]),.control(control[2:0]),.less(Tless), .dataOut(tempsum[17]),.carryOut(tempCout[17]));
ALU1bit ALUbit19(.dataA(dataA[18]),.dataB(dataB[18]),.carryin(tempCout[17]),.control(control[2:0]),.less(Tless), .dataOut(tempsum[18]),.carryOut(tempCout[18]));
ALU1bit ALUbit20(.dataA(dataA[19]),.dataB(dataB[19]),.carryin(tempCout[18]),.control(control[2:0]),.less(Tless), .dataOut(tempsum[19]),.carryOut(tempCout[19]));
ALU1bit ALUbit21(.dataA(dataA[20]),.dataB(dataB[20]),.carryin(tempCout[19]),.control(control[2:0]),.less(Tless), .dataOut(tempsum[20]),.carryOut(tempCout[20]));
ALU1bit ALUbit22(.dataA(dataA[21]),.dataB(dataB[21]),.carryin(tempCout[20]),.control(control[2:0]),.less(Tless), .dataOut(tempsum[21]),.carryOut(tempCout[21]));
ALU1bit ALUbit23(.dataA(dataA[22]),.dataB(dataB[22]),.carryin(tempCout[21]),.control(control[2:0]),.less(Tless), .dataOut(tempsum[22]),.carryOut(tempCout[22]));
ALU1bit ALUbit24(.dataA(dataA[23]),.dataB(dataB[23]),.carryin(tempCout[22]),.control(control[2:0]),.less(Tless), .dataOut(tempsum[23]),.carryOut(tempCout[23]));
ALU1bit ALUbit25(.dataA(dataA[24]),.dataB(dataB[24]),.carryin(tempCout[23]),.control(control[2:0]),.less(Tless), .dataOut(tempsum[24]),.carryOut(tempCout[24]));
ALU1bit ALUbit26(.dataA(dataA[25]),.dataB(dataB[25]),.carryin(tempCout[24]),.control(control[2:0]),.less(Tless), .dataOut(tempsum[25]),.carryOut(tempCout[25]));
ALU1bit ALUbit27(.dataA(dataA[26]),.dataB(dataB[26]),.carryin(tempCout[25]),.control(control[2:0]),.less(Tless), .dataOut(tempsum[26]),.carryOut(tempCout[26]));
ALU1bit ALUbit28(.dataA(dataA[27]),.dataB(dataB[27]),.carryin(tempCout[26]),.control(control[2:0]),.less(Tless), .dataOut(tempsum[27]),.carryOut(tempCout[27]));
ALU1bit ALUbit29(.dataA(dataA[28]),.dataB(dataB[28]),.carryin(tempCout[27]),.control(control[2:0]),.less(Tless), .dataOut(tempsum[28]),.carryOut(tempCout[28]));
ALU1bit ALUbit30(.dataA(dataA[29]),.dataB(dataB[29]),.carryin(tempCout[28]),.control(control[2:0]),.less(Tless), .dataOut(tempsum[29]),.carryOut(tempCout[29]));
ALU1bit ALUbit31(.dataA(dataA[30]),.dataB(dataB[30]),.carryin(tempCout[29]),.control(control[2:0]),.less(Tless), .dataOut(tempsum[30]),.carryOut(tempCout[30]));
ALU1bit ALUbit32(.dataA(dataA[31]),.dataB(dataB[31]),.carryin(tempCout[30]),.control(control[2:0]),.less(Tless), .dataOut(tempsum[31]),.carryOut(Cout));
assign sum = tempsum ;
endmodule
`timescale 1ns/1ns
module ALU1bit( input dataA, input dataB, input carryin, input [2:0]control, input less, output dataOut, output carryOut );
wire  Tand ;  
wire  Tor ;  
wire  Tadder ;  
wire  Tslt ;  
wire  temp ;  
wire  Tless  ;  
wire  selB  ;  
assign temp = 1'b0 ;
wire out;
buf( Tless, less) ;
mux2to1 mux1( .dataA(dataB), .dataB(~dataB), .sel(control[2]), .dataOut(selB) ) ;  
and ( Tand, dataA, selB ) ;
or ( Tor, dataA, selB);
FullAdder al( .a(dataA), .b(selB), .cin(carryin), .S(Tadder), .cout(carryOut) ) ;  
mux2to1 mux2(  .dataA(temp), .dataB(Tless), .sel(control[2]), .dataOut(Tslt) );  
mux4to1 mux3( .dataA(Tand), .dataB(Tor), .dataC(Tadder), .dataD(Tslt), .control(control[1:0]), .dataOut(out) );  
assign dataOut = out;
endmodule
`timescale 1ns/1ns
module FullAdder( input a,input b, input cin , output S, output cout);
wire  p,r,s,t;
	xor (p,a,b);
	xor (S,p,cin);
	or (t,a,b);
	and(r,t,cin);
	and(s,a,b);
	or(cout,r,s);
endmodule
`timescale 1ns/1ns
module mux2to1( input dataA, input dataB, input sel, output dataOut );
wire selb ;
wire output1 ;
wire output2 ;
wire out ;
and (output1, dataA, ~sel);
and (output2, dataB, sel);
or (out, output1, output2);
assign dataOut = out ;
endmodule
`timescale 1ns/1ns
module mux4to1( input dataA, input dataB, input dataC, input dataD, input [1:0]control, output dataOut );
wire Jmux1 ;  
wire Jmux2 ;  
wire out;
mux2to1 mux1( .dataA(dataA), .dataB(dataB), .sel(control[0]), .dataOut(Jmux1) ) ;  
mux2to1 mux2( .dataA(dataC), .dataB(dataD), .sel(control[0]), .dataOut(Jmux2) ) ;  
mux2to1 mux3( .dataA(Jmux1), .dataB(Jmux2), .sel(control[1]), .dataOut(out) ) ;  
assign dataOut = out;
endmodule
### run.sh
#!/bin/bash
# OpenROAD 26Q1-2900-gdf79404cd8, Yosys 0.63+post, stock flow scripts
make -C /OpenROAD-flow-scripts/flow DESIGN_CONFIG=/design/flow/config.mk WORK_HOME=/design/flow/orfs finish
==> impl_metrics.ini <==
; yosys + openroad results
[routing]
diodes = 0
dr_total_vias = 2145
drt_iter0_drc = 41
viasPerCell = 4.643
firstDrtPassIters = 3
drc = 0
postRouteAntennaNets = 0
wl_per_cell_um = 11.62
routed_wl_um = 5369

[setup_path]
critical_path_arrival_ns = 14.51
cp_max_fo = 2
worstPathRequired_ns = 12.00
cpMostUsedCell = fa_2
cp_slowest_cell = fa_2
worst-setup-path-type = in2out
critPathMaxStageDelay_ns = 0.37
endpoint_kind = output pin
start_kind = input pin

[synthesis]
ys_cells = 315
syn_inst = 315
synth_seq_share_pct = 0
synth_area_per_cell_sq_um = 9.191
ys_types = 20
synth_warnings = 0
syn_area_sq_mm = 0.002895
yosys_area_sq_mm = 0.002895

[die]
io_pins = 100
die_height_um = 78.10
rows = 27
core-area_sq_mm = 0.005540
dieWidth_um = 78.10
fp_util_pct = 52.26
chip_area_sq_mm = 0.006099

[power]
p_leak_nw = 1.947
internal-power_w = 0.00007754
pwr_density_cell_mw_per_mm2 = 35.34
p_switching_w = 0.00005807
p_sw_share_pct = 42.82
vdd_drop_max_mv = 0.01984
combPwrFrac_pct = 100.0
clkPwrFrac_pct = 0
power_frac_seq_pct = 0

[layout]
drive_gt1_share_pct = 21.28
stdcell_area_sq_mm = 0.003837
area_growth_pct = 32.54
regArea_sq_um = 0
final-comb-area_sq_mm = 0.002390
final_util_pct = 69.26
clkbuf_count = 0
layout_top_cells = clkdlybuf4s50_1, inv_1, ha_1
ff_count = 0
layout.cells.non_filler = 462
nFillCells = 455
layout.cells.most_common = clkdlybuf4s50_1

[timing]
finalSetupTns_ns = -14.74
max_freq_ghz = 0.05712
finalSetupViolCount = 10
max_slew_margin_pct = 60.54
tightest_slew_ns = 0.5919
finalCriticalPeriod_ns = 17.51
rsz0062_at_grt = yes
drv_slew = 0
setup_ws_ns = -2.508
fin_crit_sh_pct = 116.7
hold_viol_final = 0

[global_routing]
grt_max_degree = 38
grt_pass1_vias = 2065
grt_overflow = 0
track_usage_pct = 18.87
antenna_found_initial = 0
grt_pass1_wl_um = 9066

[place]
gp_congestion = 0.7580
numPlacedInstances = 460
placed_area_sq_mm = 0.003855
pre_cts_ws_ns = -3.303
io_buffers = 100
dpl.hpwl_um = 4165

[status]
failed_checks = setup timing
status = finished, violations left

[flow_run]
max_cap_viol_count = 0
warning_count = 98

[worst_hold_path]
hold_path.class = in2out

[clock_network]
ctsHoldBuffers = 0
[metrics by stage]
step,power [W],hold WS [ns]
floorplan,0.00009034,6.131
global placement,0.0001374,6.980
detailed placement,0.0001396,6.982
CTS,0.0001377,6.561
global route,0.0001553,6.587
finish,0.0001356,6.559
[what timing repair did]
action	CTS	global route
gates resized	59	5
endpoints found under the setup margin	12	11
buffers inserted	1	1
cloned	0	0
pin swaps	4	1
[synthesized netlist by cell type, types with 2 or more instances]
library cell	count	area (sq um)
nand2_1	3	11.26
buf_6	7	78.83
o22ai_1	31	193.9
xor2_1	32	280.3
fa_1	31	620.6
mux2i_1	29	290.3
ha_1	62	775.7
o21ai_0	3	15.01
nor2_1	2	7.510
buf_4	34	255.2
buf_2	3	15.01
inv_1	68	255.2
clkbuf_1	3	11.26
[cell type report]
cell class                      instances  share of cell area (%)
Tap cell                               72                   2.348
Timing Repair Buffer                  122                   28.73
Multi-Input combinational cell        200                   62.28
Inverter                               68                   6.651
[cell families after synthesis]
| group | after synthesis | share of synthesized area [%] |
|---|---|---|
| AND/OR/NAND/NOR | 8 | 2.031 |
| buffers and inverters | 115 | 21.26 |
| AND-OR/OR-AND | 37 | 8.470 |
| multiplexers | 29 | 10.03 |
| XOR/XNOR | 33 | 9.983 |
| adder cells (fa/ha/maj) | 93 | 48.23 |
[layer usage]
metal  up-vias  global-route usage (%)  wire length [um]
li1       1094                       -                 -
met1       995                   26.97              2507
met2        54                   33.25              2579
met3         2                   1.889               246
met4         0                   1.111                36
met5         -                       0                 0
[worst max-delay path, delay by kind of cell]
kind                     cells  cell delay [ns]
AND-OR/OR-AND                2             0.13
adder cells (fa/ha/maj)     31            10.41
AND/OR/NAND/NOR              1             0.32
XOR/XNOR                     1             0.17
buffers and inverters        6             0.45
[power groups by stage]
stage / Combinational [W] / Clock, W / Sequential, W
CTS: 0.000138 / 0 / 0
global route: 0.000155 / 0 / 0
finish: 0.000136 / 0 / 0
[worst paths after layout]
check	from	to	cells after the start
worst max-delay path	dataB[1]	sum[0]	41
worst min-delay path	dataA[0]	sum[0]	5
No activity file was given, so power comes from the tool's default toggle rates.

--- flow/design.v ---
`timescale 1ns/1ns
module multiplier ( input[31:0] multiplicand, input[31:0] multiplier, input clk, output[63:0] dataout, input reset ) ;
	reg [63:0]    tempproduct;  
	reg start ;             
    reg [31:0]    multiplier_copy;  
	reg [63:0]    multiplicand_copy;  
	reg [5:0]     nowbit;  
	always @( posedge clk )
	begin
		if ( reset )
        begin
                tempproduct = 64'b0 ;
				nowbit = 0;
				start = 1;
        end
		else 
		begin
			if ( start ) 
				begin
					nowbit	= 6'd32;
					tempproduct	= 0;
					multiplicand_copy = { 32'd0, multiplicand };
					multiplier_copy   = multiplier;
					start = 0 ;
				end 
			else if ( nowbit ) 
				begin
					if ( multiplier_copy[0] == 1'b1 )
					begin
						tempproduct = tempproduct + multiplicand_copy;
					end
						multiplier_copy = multiplier_copy >> 1;
						multiplicand_copy = multiplicand_copy << 1;
						nowbit = nowbit - 1;
				end
		end
	end
	assign dataout = tempproduct ;
endmodule
--- flow/run.sh ---
#!/bin/bash
# OpenROAD 26Q1-2900-gdf79404cd8, Yosys 0.63+post, stock flow scripts
make -C /OpenROAD-flow-scripts/flow DESIGN_CONFIG=/design/flow/config.mk WORK_HOME=/design/flow/orfs finish
--- flow/config.mk ---
export PLATFORM = sky130hd
export DESIGN_NAME = multiplier
export DESIGN_NICKNAME = multiplier
export VERILOG_FILES = /design/flow/design.v
export SDC_FILE = /design/flow/constraint.sdc
export NUM_CORES = 4
export LEC_CHECK = 1
export CORE_UTILIZATION = 50
--- flow/constraint.sdc ---
current_design multiplier

set clk_period 11.7
set clk_io_pct 0.2

create_clock -name clk0 -period $clk_period [get_ports {clk}]

set non_clock_inputs [all_inputs -no_clocks]
set_input_delay [expr $clk_period * $clk_io_pct] -clock clk0 $non_clock_inputs
set_output_delay [expr $clk_period * $clk_io_pct] -clock clk0 [all_outputs]
==> results_dict.tcl <==
# implementation run metrics
set metrics [dict create \
    syn_to_final_growth_pct 20.4 \
    place_congestion 0.900 \
    grt_antenna_before_repair 0 \
    cap_violations 0 \
    avgSynthCellArea_um2 9.55 \
    fin_crit_sh_pct 34.8 \
    rsz0062_at_grt "false" \
    cts_tree "done" \
    leakage_nw 4.84 \
    cts-root-buf "clkbuf_16" \
    clkSinkCount 167 \
    ctsResizeCount 0 \
    tightestPinTransition_ns 0.709 \
    drive_gt1_share_pct 10.3 \
    grt_usage_pct 24.7 \
    final_max_slew_viol_count 0 \
    setup_tns_ns 0 \
    cp.arrival_ns 4.39 \
    stdcell_count 1433 \
    cp_max_fo 44 \
    drc 0 \
    worst_hold_slack_ns 0.476 \
    overflow 0 \
    grt_max_degree 97 \
    port_buffers 129 \
    edf_count 96 \
    top_cell "nand2_1" \
    total_power_mw 1.86 \
    via_count 8097 \
    cts_buffer_depth 2 \
    core-area_um2 19700 \
    finalHoldViolCount 0 \
    cp-start-kind "primary input" \
    hold_path.class "register to register" \
    synthCells 1064 \
    synthArstFlopShare_pct 0 \
    power_density_nw_per_um2 152 \
    totalWireLength_um 23600 \
    yosysChipArea_um2 10200 \
    netlist_top_cells_count "139 x nand2_1, 114 x a21oi_1, 96 x edfxtp_1" \
    end_kind "register" \
    grt_pass1_wl_um 38800 \
    first_global_vias 7715 \
    htreeDepth 4 \
    warning_count 26 \
    yosysWarnings 1 \
    dp_hpwl_um 16500 \
    finish.instance_area_um2 12200 \
    required_ns 12.02 \
    placed_cells 1401 \
    cts_setup_buffers 0 \
    die_h_um 145 \
    insertion_delay_ns 0.43 \
    placed_area_um2 11600 \
    ys.flops 167 \
    syn_area_um2 10200 \
    routed_via_density 5.65 \
    status "complete, no violations" \
    top_area_share_pct 28.4 \
    initCoreUtil_pct 51.5 \
    fin_crit_ns 4.07 \
    final-setup-viol-count 0 \
    final_antenna_net_count 0 \
    slew_headroom_pct 52.7 \
    yosys.area.top_type "edfxtp_1" \
    die_width_um 145 \
    first_iter_violations 443 \
    cts_buffers 17 \
    fmax_mhz 246 \
    path_class "primary input to register" \
    post_drt_wl_per_cell_um 16.5 \
    diodes 0 \
    ir_drop_mv 0.106 \
    clk_pin_slew_ns 0.07 \
    skew_ns 0.0104 \
    area_leaders "edfxtp_1 28%, dfxtp_1 14%, ha_1 7.9%, mux2_2 7.0%, a21oi_1 5.6%" \
    firstDrtPassIters 5 \
    synth-seq-area-share_pct 42.4 \
    num-fill-cells 1596 \
    ys_cells 1064 \
    fp-row-count 51 \
    ctsHoldBuffers 0 \
    io_pins 130 \
    yosysUniqueCellTypes 63 \
    synthFlopType "edfxtp_1" \
    die-area_um2 20900 \
]
-- critical path, cell delays in order --
cell and delay (ns):
clkdlybuf4s50_1 0.59, or2_2 0.42, buf_4 0.55, nor4_1 0.12, a311o_1 0.33
-- metal layers --
| metal | vias up | track usage [%] | share of wire (%) |
|---|---|---|---|
| met3 | 9 | 4.92 | 5.0 |
| met5 | - | 0 | 0 |
| met2 | 163 | 37.4 | 44 |
| li1 | 4114 | - | - |
| met4 | 0 | 1.27 | 0.50 |
| met1 | 3811 | 39.8 | 50 |
-- power breakdown --
part	total, mW	internal (mW)	switching [mW]	leakage [nW]
clock network	0.576	0.294	0.281	0.301
logic	0.532	0.224	0.308	3.03
registers	0.756	0.711	0.0450	1.51
total	1.86	1.23	0.634	4.84
-- worst paths after layout --
kind | startpoint | to | slack (ns) | cells past startpoint
max reg2reg | multiplicand_copy[13] | tempproduct[60] | 8.18 | 11
min | tempproduct[15] | tempproduct[15] | 0.48 | 2
max | reset | tempproduct[35] | 7.63 | 5
min reg2reg | tempproduct[15] | tempproduct[15] | 0.48 | 2
-- layout make-up --
type | count | area (um^2) | share of cell area, %
repair buffers | 136 | 1360 | 11.1
flip-flops and latches | 167 | 4310 | 35.2
clock inverters | 15 | 199 | 1.63
inverters | 15 | 56.3 | 0.460
clock buffers | 17 | 425 | 3.48
well taps | 265 | 332 | 2.71
multi-input cells | 818 | 5560 | 45.4
-- per-stage QoR --
stage | worst slack, ns | util [%]
after detailed placement | 7.19 | 58.9
after global placement | 7.22 | 58.9
after CTS | 7.65 | 62.1
after global routing | 7.54 | 62.1
final | 7.63 | 62.1
after floorplan | 4.83 | -
-- kinds of logic (layout without fill, tap and decap cells) --
logic type,Yosys count,count (layout),share of synthesized area (%)
adders and majority gates,65,65,8.08
and+or+nand+nor,345,345,16.6
buffers and inverters,79,183,3.05
xor gates and xnor gates,52,52,4.48
muxes,65,65,7.19
DFF,167,167,42.4
AOI/OAI and AO/OA,291,291,18.3
-- placed cells by master, fill, tap and decap left out, types with 25 or more instances in the layout --
cell type / count
a21o_1: 48
a21oi_1: 114
clkdlybuf4s50_1: 129
dfxtp_1: 70
edfxtp_1: 96
ha_1: 64
mux2_2: 63
nand2_1: 138
nand3_1: 26
nor2_1: 45
nor2b_1: 37
o21ai_0: 31
xnor2_1: 27
xor2_1: 25
-- registers in the layout (all words and copies together) (netlist names) --
name	flops
multiplier_copy	32
start	1
tempproduct	64
nowbit	6
multiplicand_copy	64
No activity file was given, so power comes from the tool's default toggle rates.
